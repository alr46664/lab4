--- flow/constraint.sdc ---
current_design pipeline_ctrl

set clk_period 6.2
set clk_io_pct 0.2

create_clock -name clk0 -period $clk_period

set non_clock_inputs [all_inputs -no_clocks]
set_input_delay [expr $clk_period * $clk_io_pct] -clock clk0 $non_clock_inputs
set_output_delay [expr $clk_period * $clk_io_pct] -clock clk0 [all_outputs]
--- flow/config.mk ---
export PLATFORM = sky130hd
export DESIGN_NAME = pipeline_ctrl
export DESIGN_NICKNAME = pipeline_ctrl
export VERILOG_FILES = /design/flow/design.v
export SDC_FILE = /design/flow/constraint.sdc
export NUM_CORES = 4
export LEC_CHECK = 1
export CORE_UTILIZATION = 30
--- flow/design.v ---
module pipeline_ctrl(
    clk, RST,  
    A_addr,    
    B_addr,
    ctrl,      
	ctrl_p34,  
	ctrl_p45,  
	reg_en_p52,  
    reg_addr_p34,     
    reg_addr_p45,
    reg_addr_p52,
    reg_dataA_p2,          
    reg_dataB_p2,
    reg_data_p34,         
    imm_data_p34,         
    reg_data_p45,         
    reg_data_p52,         
    muxA_data,       
    muxB_data
    );
parameter REG_FUNC_RET = 5'd31;   
parameter PC_INITIAL = 16'd0;    
parameter MEM_WIDTH       = 16,   
          DATA_WIDTH      = 16,   
          REG_ADDR_WIDTH  = 5,    
          OPCODE_WIDTH    = 6,    
          INSTR_WIDTH     = OPCODE_WIDTH + 2*REG_ADDR_WIDTH + DATA_WIDTH,   
          CTRL_WIDTH      = 6,    
          PC_WIDTH        = 16,   
          RFLAGS_WIDTH    = 5,    
          CS_HAZARD_WIDTH = 2,    
			 IRQ_WIDTH       = 5;    
parameter LW     = 6'b000000,  
          LW_IMM = 6'b010000,  
          SW     = 6'b000001,
          ADD    = 6'b000010,
          SUB    = 6'b000011,
          MUL    = 6'b000100,
          DIV    = 6'b000101,
          AND    = 6'b000110,
          OR     = 6'b000111,
          NOT    = 6'b001000,
          CMP    = 6'b001001,
          JR     = 6'b001010,
          JPC    = 6'b001011,
          BRFL   = 6'b001100,
          CALL   = 6'b001101,
          RET    = 6'b001110,
          NOP    = 6'b001111;
parameter IRQ_0  = 5'b10000,
			 IRQ_1  = 5'b10001,
			 IRQ_2  = 5'b10010,
			 IRQ_3  = 5'b10011,
			 IRQ_4  = 5'b10100,
			 IRQ_5  = 5'b10101,
			 IRQ_6  = 5'b10110,
			 IRQ_7  = 5'b10111,
			 IRQ_8  = 5'b11000,
			 IRQ_9  = 5'b11001,
			 IRQ_10 = 5'b11010,
			 IRQ_11 = 5'b11011,
			 IRQ_12 = 5'b11100,
			 IRQ_13 = 5'b11101,
			 IRQ_14 = 5'b11110,
			 IRQ_15 = 5'b11111,
			 IRQ_16 = 5'b00000,
			 IRQ_17 = 5'b00001,
			 IRQ_18 = 5'b00010,
			 IRQ_19 = 5'b00011,
			 IRQ_20 = 5'b00100,
			 IRQ_21 = 5'b00101,
			 IRQ_22 = 5'b00110,
			 IRQ_23 = 5'b00111,
			 IRQ_24 = 5'b01000,
			 IRQ_25 = 5'b01001,
			 IRQ_26 = 5'b01010,
			 IRQ_27 = 5'b01011,
			 IRQ_28 = 5'b01100,
			 IRQ_29 = 5'b01101,
			 IRQ_30 = 5'b01110,
			 IRQ_31 = 5'b01111;
input clk, RST;
input [REG_ADDR_WIDTH-1:0] A_addr, B_addr;
input [CTRL_WIDTH-1:0] ctrl, ctrl_p34, ctrl_p45;
input reg_en_p52;
input [REG_ADDR_WIDTH-1:0] reg_addr_p34, reg_addr_p45, reg_addr_p52;
input signed [DATA_WIDTH-1:0] reg_dataA_p2, reg_dataB_p2, reg_data_p34, imm_data_p34, reg_data_p45, reg_data_p52;
output reg signed [DATA_WIDTH-1:0] muxA_data, muxB_data;
always @(*) begin
    muxA_data = reg_dataA_p2;
    muxB_data = reg_dataB_p2;
    if (ctrl_p34 == LW_IMM) begin
        muxA_data = imm_data_p34;
    end else if (A_addr == reg_addr_p34 && ctrl_p34 != NOP) begin
        muxA_data = reg_data_p34;
    end else if (A_addr == reg_addr_p45 && ctrl_p45 != NOP) begin
        muxA_data = reg_data_p45;
    end else if (A_addr == reg_addr_p52 && reg_en_p52 == 1) begin
        muxA_data = reg_data_p52;
    end
    if (B_addr == reg_addr_p34 && ctrl_p34 != NOP) begin
        muxB_data = reg_data_p34;
    end else if (B_addr == reg_addr_p45 && ctrl_p45 != NOP) begin
        muxB_data = reg_data_p45;
    end else if (B_addr == reg_addr_p52 && reg_en_p52 == 1) begin
        muxB_data = reg_data_p52;
    end
end
endmodule
--- flow/run.sh ---
#!/bin/bash
# OpenROAD 26Q1-2900-gdf79404cd8, Yosys 0.63+post, stock flow scripts
make -C /OpenROAD-flow-scripts/flow DESIGN_CONFIG=/design/flow/config.mk WORK_HOME=/design/flow/orfs finish
==> impl_metrics.tcl <==
# metrics dict for downstream scripts
set metrics [dict create \
    crit_fanout 9 \
    drive_above_1_share_pct 7.04 \
    rows 27 \
    firstDrtPassIters 4 \
    nClkBuffers 0 \
    ys_seq_share_pct 0 \
    syn_to_final_growth_pct 102 \
    netlist_instances 258 \
    cts.repair.resized 0 \
    holdBufCountCts 0 \
    top_cell_area_share_pct 11.8 \
    fp_util_pct 31.0 \
    wl_per_cell_um 16.9 \
    synthTopCellsByArea "xnor2_1, a221oi_1, a221oi_2" \
    netlist_area_um2 1710 \
    max-cap-violations 0 \
    drtAntennaViolNets 0 \
    fillerInstances 503 \
    fin_tns_setup_ns 0 \
    post-route-util_pct 62.6 \
    end_kind "output port" \
    drtIter0Drc 141 \
    arrival_ns 3.98 \
    top_area_cell "xnor2_1" \
    drc 0 \
    coreArea_um2 5510 \
    grt_antenna_before_repair 0 \
    path_class "input port to output port" \
    die_w_um 77.4 \
    grt_max_degree 22 \
    min_period_ns 5.22 \
    startpoint_type "input port" \
    antennaDiodeCount 0 \
    grt-busiest-layer "met2" \
    tool_warnings 41 \
    synth.top_cells.by_count "nor2_1, xnor2_1, a221oi_1, nand2_1" \
    io_buffers 166 \
    wl_mm 8.20 \
    crit_required_ns 4.96 \
    power_leakage_nw 1.28 \
    grt_use_met1_pct 35.9 \
    flops 0 \
    dp_hpwl_mm 6.30 \
    hold_path_class "input port to output port" \
    yosys_area_um2 1710 \
    yosys-stat-cells 258 \
    max_freq_ghz 0.192 \
    drv_slew 0 \
    avgSynthCellArea_um2 6.61 \
    setup_viol_count_final 0 \
    grt_use_met2_pct 46.0 \
    grt_util_all_layers_pct 26.8 \
    cts_setup_buffers 0 \
    overflow 0 \
    die_area_um2 5990 \
    seqCellArea_um2 0 \
    critPathCapture "muxA_data[12]" \
    period_used_pct 84.2 \
    io_pins 174 \
    die_h_um 77.4 \
    num_vias 2656 \
    synth_cell_type_count 35 \
    rsz0062_at_grt "false" \
    power_density_nw_per_um2 68.0 \
    viasPerCell 5.49 \
    most_common_cell "nor2_1" \
    outcome "finished clean" \
    grt_pass1_wl_mm 12.7 \
    startpoint "A_addr[0]" \
    vdd_drop_max_uv 40.6 \
    yosys_warnings 1 \
    final_hold_viol_count 0 \
    grt_pass1_vias 2546 \
    worst_slew_pin_slew_ns 0.796 \
    place.gp.congestion 0.893 \
    use_met3_pct 4.54 \
    slew_headroom_pct 46.8 \
    min_path_cells 4 \
]
[cell usage in the layout, fill, tap and decap left out, types with 3 or more instances in the layout]
master and count:
clkdlybuf4s50_1 166, a221oi_2 10, nand2_1 21, nor2_1 34, xnor2_1 23, a21o_1 15
a221oi_1 21, buf_4 10, nand3_1 6, xor2_1 7, a21oi_1 15, and2_1 17
o22ai_1 15, o21ai_0 8, o21ai_1 7, nor3_2 3, o31ai_1 16
[how the worst min path moves through the flow]
stage | from | to | slack (ns)
final | reg_data_p34[5] | muxB_data[5] | 3.40
after global routing | reg_data_p34[2] | muxB_data[2] | 3.47
after CTS | reg_data_p34[5] | muxB_data[5] | 3.41
[critical path: stages]
cell             delay [ns]
clkdlybuf4s50_1        0.56
xnor2_1                0.15
nand3_1                0.17
nor3_2                 0.55
buf_4                  0.32
a221oi_1               0.07
o31ai_1                0.36
clkdlybuf4s50_1        0.56
[per-layer routing]
layer / vias to the layer above / share of wire, %
li1: 1301 / -
met1: 1203 / 42
met2: 141 / 47
met3: 11 / 9.4
met4: 0 / 1.6
met5: - / 0
[cell type report]
class	count	area, µm²	area share, %
inverter	1	3.75	0.109
multi-input combinational	235	1620	46.9
timing repair buffer	176	1740	50.4
tap	72	90.1	2.61
[kinds of logic after synthesis]
kind of cell / count (synthesis) / share of synthesized area, %
compound gates: 112 / 50.2
simple gates: 93 / 27.3
xor+xnor: 30 / 15.4
buf+inv: 23 / 7.04
[where the power goes]
| part | switching, mW | internal (mW) |
|---|---|---|
| registers | 0 | 0 |
| logic | 0.0771 | 0.157 |
| clock network | 0 | 0 |
| total | 0.0771 | 0.157 |
[metrics by stage]
stage	cells	cell area [µm²]	total power, mW	worst slack (ns)	hold WS [ns]
floorplan	258	1710	0.0765	2.37	2.53
global placement	484	3450	0.234	1.01	3.41
detailed placement	484	3450	0.234	1.03	3.41
CTS	484	3450	0.236	0.992	3.41
global route	484	3450	0.253	0.754	3.47
finish	484	3450	0.235	0.979	3.40
Power is estimated from default activity; no workload was simulated.
